File: design/flow/config.mk
export PLATFORM = sky130hd
export DESIGN_NAME = RegisterFile
export DESIGN_NICKNAME = RegisterFile
export VERILOG_FILES = /design/flow/design.v
export SDC_FILE = /design/flow/constraint.sdc
export NUM_CORES = 4
export LEC_CHECK = 1
export CORE_UTILIZATION = 40
File: design/flow/constraint.sdc
current_design RegisterFile

set clk_period 5.9
set clk_io_pct 0.2

create_clock -name clk0 -period $clk_period [get_ports {clk}]

set non_clock_inputs [all_inputs -no_clocks]
set_input_delay [expr $clk_period * $clk_io_pct] -clock clk0 $non_clock_inputs
set_output_delay [expr $clk_period * $clk_io_pct] -clock clk0 [all_outputs]
File: design/flow/design.v
`timescale 1ns / 1ns
module RegisterFile(clk,rst,windowIn,WriteDataEnable,ReadReg1,ReadReg2,WriteReg,WriteData,ReadData1,ReadData2);
  input             clk,rst,WriteDataEnable;
  input      [1 :0] ReadReg1,ReadReg2,WriteReg;
  input      [15:0] WriteData;
  input      [1 :0] windowIn;
  output reg [15:0] ReadData1,ReadData2;
  reg        [15:0] r0;
  reg        [15:0] r1;
  reg        [15:0] r2;
  reg        [15:0] r3;
  reg        [15:0] r4;
  reg        [15:0] r5;
  reg        [15:0] r6;
  reg        [15:0] r7;
  reg        [15:0] r8;
  reg        [2 :0]  window;
  always @ ( posedge clk or posedge rst ) begin
    if (rst) begin
      r0        <= 16'b0;
      r1        <= 16'b0;
      r2        <= 16'b0;
      r3        <= 16'b0;
      r4        <= 16'b0;
      r5        <= 16'b0;
      r6        <= 16'b0;
      r7        <= 16'b0;
      r8        <= 16'b0;
      window    <=  2'b0;
      ReadData1 <= 16'b0;
      ReadData2 <= 16'b0;
    end
    else begin
      if   (windowIn != window) begin
        window <= windowIn;
      end
      case (window)
        2'b00:begin
          case (ReadReg1)
            2'b00:ReadData1<=r0;
            2'b01:ReadData1<=r1;
            2'b10:ReadData1<=r2;
            2'b11:ReadData1<=r3;
          endcase
          case (ReadReg2)
            2'b00:ReadData2<=r0;
            2'b01:ReadData2<=r1;
            2'b10:ReadData2<=r2;
            2'b11:ReadData2<=r3;
          endcase
        end
        2'b01:begin
          case (ReadReg1)
            2'b00:ReadData1<=r2;
            2'b01:ReadData1<=r3;
            2'b10:ReadData1<=r4;
            2'b11:ReadData1<=r5;
          endcase
          case (ReadReg2)
            2'b00:ReadData2<=r2;
            2'b01:ReadData2<=r3;
            2'b10:ReadData2<=r4;
            2'b11:ReadData2<=r5;
          endcase
        end
        2'b10:begin
          case (ReadReg1)
            2'b00:ReadData1<=r4;
            2'b01:ReadData1<=r5;
            2'b10:ReadData1<=r6;
            2'b11:ReadData1<=r7;
          endcase
          case (ReadReg2)
            2'b00:ReadData2<=r4;
            2'b01:ReadData2<=r5;
            2'b10:ReadData2<=r6;
            2'b11:ReadData2<=r7;
          endcase
        end
        2'b11:begin
          case (ReadReg1)
            2'b00:ReadData1<=r6;
            2'b01:ReadData1<=r7;
            2'b10:ReadData1<=r8;
            2'b11:ReadData1<=r1;
          endcase
          case (ReadReg2)
            2'b00:ReadData2<=r6;
            2'b01:ReadData2<=r7;
            2'b10:ReadData2<=r8;
            2'b11:ReadData2<=r1;
          endcase
        end
      endcase
      if   (WriteDataEnable)begin
        case(window)
          2'b00:r0<=WriteData;
          2'b01:r2<=WriteData;
          2'b10:r4<=WriteData;
          2'b11:r6<=WriteData;
        endcase
      end
    end
  end
endmodule
File: design/flow/run.sh
#!/bin/bash
# OpenROAD 26Q1-2900-gdf79404cd8, Yosys 0.63+post, stock flow scripts
make -C /OpenROAD-flow-scripts/flow DESIGN_CONFIG=/design/flow/config.mk WORK_HOME=/design/flow/orfs finish
==> results.cfg <==
; yosys + openroad results
[clock_network]
ctsHoldBuffers = 0
clkSlewWorstSetupHoldPaths_ns = 0.06
clock_sinks = 98
cts_buffer_depth = 2
htree_levels = 3
cts_buffers = 9
post_cts_resized = 0
worstSkewPairLatency_ns = 0.34
cts_setup_buffers = 0
cts_root_buf = clkbuf_16
cts_tree = done

[synthesis]
ys.flop_type = dfrtp_1
yosys_warnings = 1
synth_cell_types = 28
synth.most_common_cell = dfrtp_1
ys_ff = 98
avgSynthCellArea_um2 = 11.5
syn-cell-area_um2 = 5330
top_cells_by_count = dfrtp_1, mux2i_1, mux2_2
ys_cells = 462
ys_chip_area_um2 = 5330
ys_seq_share_pct = 46.0
synthArstFlopShare_pct = 100
synthCells = 462
edf_count = 0
yosysTopAreaCellShare_pct = 46.0
top_area_cell = dfrtp_1
area_leaders = dfrtp_1, mux2i_1, mux2_2

[detailed_routing]
firstDrtPassIters = 4
wl_per_cell_um = 18.6
n_antenna_cell = 0
num_vias = 3860
wl_mm = 12.4
drt_iter0_drc = 182
drc = 0
viasPerCell = 5.80
ant_nets = 0

[global_route]
grt_pass1_wl_mm = 20.4
grt_max_degree = 59
grt-ovfl-total = 0
grt_antenna_before_repair = 0
grt_pass1_vias = 3854
grt_use_total_pct = 19.0

[job]
warnings = 27
maxCapViolations = 0

[power]
power_density_nw_per_um2 = 294
leakagePower_nw = 2.61
power_mw = 1.82
ir_drop_uv = 113

[setup_path]
r2r_slack_ns = 3.69
crit_fanout = 36
r2r_cells = 4
required_ns = 6.12
crit_type = primary input to flop
r2r-end = ReadData1[12]
startpoint_type = primary input
r2r-start = window[1]
critPathCaptureType = flop
arrival_ns = 3.14

[sta]
worst_pin_slew_ns = 0.803
whs_ns = 0.534
rsz0062_at_grt = no
finalClockPeriodUsage_pct = 49.4
slew_headroom_pct = 46.5
fin_skew_ns = 0.00587
finalSetupTns_ns = 0
final.min_clock_period_ns = 2.92
finalSetupViolCount = 0
slew_violations = 0
max_freq_mhz = 343
hold_viol = 0

[hold_path]
worstHoldEndpoint = r0[13]
hold_path_class = flop to flop
min_path_cells = 1
holdCritStartpoint = r0[13]

[floorplanning]
pin_count = 59
die_w_um = 117
fp_util_pct = 41.6
rows = 41
die_area_um2 = 13800
dieHeight_um = 117
core_um2 = 12800

[place]
place_congestion = 0.798
io_buffers = 56
dp_hpwl_mm = 6.93

[layout]
syn_to_final_growth_pct = 16.5
drive_above_1_share_pct = 19.4
fin_util_pct = 48.4

[outcome]
status = finished clean
==> layer usage <==
metal  GRT usage [%]  wire length (um)  vias to the layer above
met5               0                 0                        -
met4            4.49               315                        0
met3            3.41               618                       25
met2            30.6              5880                      106
met1            27.6              5590                     1956
li1                -                 -                     1773
==> kinds of logic (layout without fill, tap and decap cells) <==
| family | count (synthesis) | count (layout) | synth area share, % |
|---|---|---|---|
| xor+xnor | 2 | 2 | 0.329 |
| mux | 142 | 142 | 28.2 |
| simple gates | 44 | 44 | 6.45 |
| compound gates | 126 | 126 | 14.1 |
| buf+inv | 50 | 82 | 4.93 |
| flops | 98 | 98 | 46.0 |
==> report_power, final <==
group / leakage (nW) / switching, mW / internal (mW) / total (mW)
logic: 1.27 / 0.156 / 0.218 / 0.374
registers: 1.19 / 0.0896 / 0.782 / 0.871
clock network: 0.147 / 0.233 / 0.345 / 0.578
total: 2.61 / 0.479 / 1.35 / 1.82
==> metrics by stage <==
step	cells	cell area (um^2)	worst slack [ns]
finish	666	6210	2.98
global route	666	6210	2.95
CTS	666	6210	3.05
detailed placement	652	5920	2.69
global placement	652	5920	2.68
floorplan	462	5330	2.16
==> worst max-delay path, cell delays in order <==
cell	delay [ns]
clkdlybuf4s50_1	0.45
buf_4	0.34
or3b_1	0.70
o22ai_1	0.20
o21a_1	0.24
==> state kept, by name, indices dropped and copies added (netlist names) <==
name       cells
ReadData1     16
ReadData2     16
r0            16
r2            16
r4            16
r6            16
window         2
==> cell usage in the layout, fill, tap and decap left out, types with 2 or more instances in the layout <==
cell type,n
dfrtp_1,97
mux2i_1,77
mux2_2,65
clkdlybuf4s50_1,54
a21oi_1,31
o21ai_0,31
o22ai_1,30
nand3b_1,30
o21a_1,30
clkbuf_16,9
buf_4,9
or3b_1,4
inv_1,2
a31oi_1,2
xor2_1,2
nand3b_2,2
clkbuf_8,2
clkinv_2,2
buf_2,2
==> layout make-up <==
| cell class | instances | area (um^2) |
|---|---|---|
| clock buffer | 11 | 253 |
| timing repair buffer | 65 | 618 |
| fill | 1160 | 6610 |
| clock inverter | 3 | 40.0 |
| tap | 172 | 215 |
| sequential | 98 | 2450 |
| inverter | 3 | 13.8 |
| multi-input combinational | 314 | 2620 |
==> worst max path at each step <==
stage                from       endpoint  slack [ns]  depth (start not counted)
CTS           ReadReg1[0]   ReadData1[9]        3.05                          5
global route  ReadReg1[0]  ReadData1[12]        2.95                          5
finish        ReadReg1[0]  ReadData1[12]        2.98                          5
Power figures rest on the tool's default switching activity, not on a simulated workload.
